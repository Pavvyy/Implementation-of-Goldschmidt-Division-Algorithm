File: /design/flow/config.mk
export PLATFORM = sky130hd
export DESIGN_NAME = goldschmidt_divider_q4_4
export DESIGN_NICKNAME = goldschmidt_divider_q4_4
export VERILOG_FILES = /design/flow/design.v
export SDC_FILE = /design/flow/constraint.sdc
export NUM_CORES = 4
export LEC_CHECK = 1
export CORE_UTILIZATION = 40
File: /design/flow/constraint.sdc
current_design goldschmidt_divider_q4_4

set clk_period 16.4
set clk_io_pct 0.2

create_clock -name clk0 -period $clk_period [get_ports {clk}]

set non_clock_inputs [all_inputs -no_clocks]
set_input_delay [expr $clk_period * $clk_io_pct] -clock clk0 $non_clock_inputs
set_output_delay [expr $clk_period * $clk_io_pct] -clock clk0 [all_outputs]
File: /design/flow/run.sh
#!/bin/bash
# OpenROAD 26Q1-2900-gdf79404cd8, Yosys 0.63+post, stock flow scripts
make -C /OpenROAD-flow-scripts/flow DESIGN_CONFIG=/design/flow/config.mk WORK_HOME=/design/flow/orfs finish
File: /design/flow/design.v
module goldschmidt_divider_q4_4 (
    input wire clk,
    input wire rst_n,
    input wire start,
    input wire signed [7:0] numerator,       
    input wire signed [7:0] denominator,     
    output reg signed [7:0] quotient,        
    output reg valid,
    output reg error
);
    reg [4:0] count;
    reg [7:0] temp;
    localparam [3:0]
        IDLE              = 4'h0,
        VALIDATE_INPUT    = 4'h1,
        NORMALIZE_DENOM   = 4'h2,
        LOOKUP_INIT_APPROX= 4'h3,
        CONVERT           = 4'h4,
        FACTOR_CALC       = 4'hB,
        FIRST_MULT        = 4'h5,
        GOLDSCHMIDT_ITER  = 4'h6,
        APPLY_CORRECTION  = 4'h7,
        ROUND_RESULT      = 4'h8,
        OUTPUT_RESULT     = 4'h9,
        ERROR_STATE       = 4'hF;
    localparam signed [15:0] Q8_8_ONE = 16'sh0100;
    localparam signed [15:0] Q8_8_TWO = 16'sh0200;
    localparam signed [7:0]  Q4_4_ONE = 8'sh10;
    localparam signed [7:0]  Q4_4_HALF = 8'sh08;
    localparam signed [7:0]  Q4_4_MAX = 8'sh7F;   
    localparam signed [7:0]  Q4_4_MIN = -8'sh80;  
    localparam MAX_ITERATIONS = 3;
    reg [3:0] state, next_state;
    reg [2:0] iteration_counter;
    reg signed [15:0] num_q8_8;
    reg signed [15:0] denom_q8_8;
    reg signed [15:0] factor_q8_8;
    reg signed [31:0] mul_temp_32;
    reg signed [7:0] num_reg, denom_reg;
    reg signed [7:0] denom_norm_reg;
    reg [4:0] p;
    reg signed [5:0] shift;
    reg [7:0] factor_0;
    reg [2:0] index;
    reg result_sign;
    always @(*) begin
        if      (denom_reg[7]) p = 7;
        else if (denom_reg[6]) p = 6;
        else if (denom_reg[5]) p = 5;
        else if (denom_reg[4]) p = 4;
        else if (denom_reg[3]) p = 3;
        else if (denom_reg[2]) p = 2;
        else if (denom_reg[1]) p = 1;
        else if (denom_reg[0]) p = 0;
        else                   p = 0;
        shift = $signed(3 - p);
    end
    always @(*) begin
        case (index)
            3'd0: factor_0 = 8'd32;
            3'd1: factor_0 = 8'd28;
            3'd2: factor_0 = 8'd26;
            3'd3: factor_0 = 8'd23;
            3'd4: factor_0 = 8'd21;
            3'd5: factor_0 = 8'd20;
            3'd6: factor_0 = 8'd18;
            3'd7: factor_0 = 8'd17;
            default: factor_0 = 8'd0;
        endcase
    end
    always @(*) begin
        next_state = state;
        case (state)
            IDLE: if (start) next_state = VALIDATE_INPUT;
            VALIDATE_INPUT: begin
                if (denom_reg == 0)
                    next_state = ERROR_STATE;
                else if (num_reg == 0 || denom_reg == Q4_4_ONE || num_reg == denom_reg)
                    next_state = OUTPUT_RESULT;
                else
                    next_state = NORMALIZE_DENOM;
            end
            NORMALIZE_DENOM:     next_state = LOOKUP_INIT_APPROX;
            LOOKUP_INIT_APPROX:  next_state = CONVERT;
            CONVERT:             next_state = FIRST_MULT;
            FIRST_MULT:          next_state = FACTOR_CALC;
            FACTOR_CALC:         next_state = GOLDSCHMIDT_ITER;
            GOLDSCHMIDT_ITER:    next_state = (iteration_counter >= MAX_ITERATIONS) ? APPLY_CORRECTION : FACTOR_CALC;
            APPLY_CORRECTION:    next_state = ROUND_RESULT;
            ROUND_RESULT:        next_state = OUTPUT_RESULT;
            OUTPUT_RESULT,
            ERROR_STATE:         next_state = IDLE;
            default:             next_state = IDLE;
        endcase
    end
    always @(posedge clk or negedge rst_n) begin
        if (!rst_n) begin
            state <= IDLE;
            valid <= 0;
            error <= 0;
            quotient <= 0;
            iteration_counter <= 0;
            num_reg <= 0;
            denom_reg <= 0;
            num_q8_8 <= 0;
            denom_q8_8 <= 0;
            factor_q8_8 <= 0;
        end else begin
            state <= next_state;
            case (state)
                IDLE: begin
                    valid <= 0;
                    error <= 0;
                    if (start) begin
                        result_sign <= numerator[7] ^ denominator[7];   
                        num_reg <= (numerator[7]) ? -numerator : numerator;
                        denom_reg <= (denominator[7]) ? -denominator : denominator;
                        iteration_counter <= 0;
                    end
                end
                VALIDATE_INPUT: begin
                    if (num_reg == 0)
                        quotient <= 0;
                    else if (denom_reg == Q4_4_ONE)
                        quotient <= result_sign ? -num_reg : num_reg;
                    else if (num_reg == denom_reg)
                        quotient <= result_sign ? -Q4_4_ONE : Q4_4_ONE;
                end
                NORMALIZE_DENOM: begin
                    denom_norm_reg <= (shift >= 0) ? (denom_reg <<< shift) : (denom_reg >>> -shift);
                end
                LOOKUP_INIT_APPROX: begin
                    index <= denom_norm_reg[3:1];
                end
                CONVERT: begin
                    denom_q8_8 <= {denom_norm_reg, 4'b0};
                    num_q8_8   <= {num_reg, 4'b0};
                    factor_q8_8 <= factor_0 <<< 4;
                end
                FIRST_MULT: begin
                    mul_temp_32 = num_q8_8 * factor_q8_8;
                    num_q8_8    <= mul_temp_32[23:8];
                    mul_temp_32 = denom_q8_8 * factor_q8_8;
                    denom_q8_8  <= mul_temp_32[23:8];
                end
                FACTOR_CALC: begin
                    factor_q8_8 <= Q8_8_TWO - denom_q8_8;
                end
                GOLDSCHMIDT_ITER: begin
                    if (iteration_counter < MAX_ITERATIONS) begin
                        mul_temp_32 = num_q8_8 * factor_q8_8;
                        num_q8_8    <= mul_temp_32[23:8];
                        mul_temp_32 = denom_q8_8 * factor_q8_8;
                        denom_q8_8  <= mul_temp_32[23:8];
                        iteration_counter <= iteration_counter + 1;
                    end
                end
                APPLY_CORRECTION: begin
                    num_q8_8 <= (shift >= 0) ? (num_q8_8 <<< shift) : (num_q8_8 >>> -shift);
                end
                ROUND_RESULT: begin
                    reg signed [7:0] rounded;
                    if (num_q8_8[3])
                        rounded = num_q8_8[11:4] + 1;
                    else
                        rounded = num_q8_8[11:4];
                    quotient <= (result_sign) ? -rounded : rounded;
                    if (quotient > Q4_4_MAX) quotient <= Q4_4_MAX;
                    else if (quotient < Q4_4_MIN) quotient <= Q4_4_MIN;
                end
                OUTPUT_RESULT: begin
                    valid <= 1;
                    error <= 0;
                end
                ERROR_STATE: begin
                    valid <= 1;
                    error <= 1;
                    quotient <= 0;
                end
            endcase
        end
    end
endmodule
==> results_slide.txt <==
Synthesis and Place & Route Summary

Run status
  • Status: complete, no violations

Die
  • FP Util: 40.4%
  • CORE AREA: 0.0537 mm²
  • Die Ht: 235 µm
  • Rows: 85
  • Num ports: 29
  • Die Width: 235 µm
  • Die area: 0.0552 mm²

Timing
  • Final period util: 41.0%
  • Slew Viols, Final: 0
  • # setup viols final: 0
  • Worst slew pin tran: 0.841 ns
  • RSZ-0062 raised after global routing: no
  • Max Freq: 149 MHz
  • Setup TNS: 0 ns
  • Min Tclk post-route: 6.72 ns
  • Fin. Hold Viols: 0
  • Clock Skews: 0.00912 ns
  • Max_slew headroom: 43.9%

Clock network
  • Num CTS Buffers: 9
  • Clock-pin slew on the worst setup and hold paths: 0.08 ns
  • Total clock sinks: 107
  • Post CTS Setup Buffer Count: 0
  • Hold_buf cts: 0
  • Clock Tree Root: clkbuf_16
  • PostCTS Resize Cnt: 0
  • Latency at later pin: 0.37 ns
  • Longest Clk Path Bufs: 2
  • CTS tree: yes
  • H-tree depth: 3

Place
  • Placed Area: 0.0226 mm²
  • Port-buffer cells: 28
  • Gpl congestion: 0.912
  • DPL Wire Length: 42300 µm

GRT
  • First-pass GRT wire length: 91900 µm
  • Initial antenna violation count: 0
  • Grt ovf: 0
  • Vias in the first global route: 17142
  • GRT Util Overall: 22.1%
  • Pin count of the biggest net entering global routing: 34

Synth
  • Seq/Total Area, Yosys: 12.5%
  • EDFF count, synth: 12
  • Leading area contributor after synthesis: fa_1
  • Yosys reg bits: 107
  • Synth warn: 1
  • Syn avg cell area: 8.52 µm²
  • Post-synth ARST share: 83.2%
  • Top-area cell share: 34.3%
  • Top area cell types: fa_1, dfrtp_1, inv_1, ha_1, nand2_1
  • Primary FF master, synth: dfrtp_1
  • Post-synthesis cell area: 0.0217 mm²
  • Cells after Synth: 2547
  • Yosys stat cell total: 2547
  • Yosys chip area: 0.0217 mm²
  • Cell Type Count: 74

Drt
  • Drt first pass iters: 5
  • WL final: 53900 µm
  • Detailed Route Iter0 Violations: 937
  • # diodes: 0
  • Avg Vias per Cell: 5.13
  • DR WL/cell: 17.0 µm
  • Via count: 16290
  • Detail Route Antenna Nets: 0
  • DRC errors left: 0

Finish
  • Post-route cell area: 0.0229 mm²
  • Synth-to-layout area growth: 5.46%
  • Layout cells sized above 1: 3.55%
  • Regs by FF count: denom_q8_8 x16, factor_q8_8 x16, num_q8_8 x16

Hold path
  • Hold Path Class: reg2reg
  • Hold depth: 0

Critical path
  • Critical Path RT: 16.64 ns
  • Arrival time of the worst setup path: 6.96 ns
  • CP max FO: 22
  • Worst setup path class: reg2reg
  • Setup crit start kind: flop
  • Worst reg2reg path depth: 23
  • CP Capture Type: flop

Flow run
  • Max cap viols: 0
  • Log Warnings: 26
## cells in the mapped netlist (6+ instances only)
cell type and instances:
o211ai_1 14, edfxtp_1 12, ha_1 152, xnor2_1 72, dfrtp_1 88, nand2b_1 28
nand4_1 12, nor3_1 17, o21ai_0 96, a22oi_1 16, or3_1 9, and2_1 220
o31ai_1 10, nand2_1 369, and3_1 13, buf_1 9, dfxtp_1 6, buf_2 9
mux2_2 6, xor2_1 45, inv_1 517, clkbuf_1 135, nor2_1 73, a31oi_1 16
mux2i_1 22, nand3_1 30, a21oi_1 61, a21o_1 12, nor2b_1 13, fa_1 372
## path summary, 6_finish.rpt
check	endpoint	slack, ns	startpoint
hold / removal	state[8]	0.38	state[3]
max in group asynchronous	factor_q8_8[1]	12.71	rst_n
setup / recovery	denom_q8_8[15]	9.68	factor_q8_8[1]
hold reg to reg	state[8]	0.38	state[3]
setup reg to reg	denom_q8_8[15]	9.68	factor_q8_8[1]
min in group asynchronous	num_q8_8[7]	2.85	rst_n
## layer usage
layer	GRT usage [%]	routed length, µm
met1	32.2	23100
met2	34.5	25500
met3	6.47	4240
met4	3.63	1070
met5	0	0
## layout by cell type, fill, tap and decap left out, types with 9 or more instances in the layout
cell type / count
a21o_1: 12
a21oi_1: 61
a22oi_1: 16
a31oi_1: 16
and2_1: 220
and3_1: 13
buf_4: 44
clkbuf_16: 10
clkdlybuf4s50_1: 27
dfrtp_1: 88
edfxtp_1: 12
fa_1: 372
ha_1: 152
inv_1: 517
mux2i_1: 22
nand2_1: 369
nand2b_1: 28
nand3_1: 30
nand4_1: 12
nor2_1: 73
nor2b_1: 13
nor3_1: 17
o211ai_1: 14
o21ai_0: 96
o31ai_1: 9
or3_1: 9
xnor2_1: 72
xor2_1: 45
## cells by family (layout without fill, tap and decap cells)
group,Yosys count,count (layout),share of synthesized area (%)
DFF,107,107,12.5
and+or+nand+nor,805,805,17.9
muxes,28,28,1.33
xor gates and xnor gates,117,117,4.72
adders and majority gates,524,524,43.1
AOI/OAI and AO/OA,292,292,8.73
buffers and inverters,674,606,11.7
## cell type report
cell class,count,area [µm²]
timing repair buffer,71,601
tap,696,871
fill,5149,30800
sequential,107,2710
multi-input combinational,1766,16500
clock buffer,10,250
clock inverter,6,55.1
inverter,519,1950
## worst max-delay path, stage by stage (launching register included)
cell,delay (ns)
dfrtp_1,0.56
buf_4,0.36
nand2_1,0.12
fa_1,0.55
inv_1,0.05
fa_1,0.53
inv_1,0.05
fa_1,0.51
inv_1,0.06
fa_1,0.49
fa_1,0.49
inv_1,0.05
fa_1,0.47
inv_1,0.04
ha_1,0.32
a21o_1,0.22
a2111oi_0,0.41
a211o_1,0.25
a31oi_1,0.18
a21o_1,0.26
a21o_1,0.20
a21oi_1,0.19
xnor2_1,0.14
o21ai_1,0.07
## metrics by stage
stage                     instances  setup WS, ns  hold slack, ns  util (%)
after global routing           3175          9.29           0.401      42.6
after global placement         3159          9.76           0.353      42.0
final                          3175          9.68           0.378      42.6
after floorplan                2547         10.17           0.347         -
after detailed placement       3159          9.63           0.359      42.0
after CTS                      3175          9.62           0.378      42.6
